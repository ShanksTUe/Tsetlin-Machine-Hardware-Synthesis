==> design/flow/design.v <==
module ROM_XIN_2 #(
    parameter DATA_WIDTH = 32,
    parameter ADDR_WIDTH = 6,
    parameter ROM_DEPTH  = 49
) (
    input  wire [ADDR_WIDTH-1:0] addr,
    output reg [DATA_WIDTH-1:0] data
);
    always @(*) begin
        case (addr)
            6'h00: data = 32'b00000000000000000000000000000000;
            6'h01: data = 32'b00000000000000000000000000000000;
            6'h02: data = 32'b00000000000000000000000000000000;
            6'h03: data = 32'b00000000000000000000000000000000;
            6'h04: data = 32'b00000000000000000000000000000000;
            6'h05: data = 32'b00000000001111111100000000000000;
            6'h06: data = 32'b00000000000011111111111000000000;
            6'h07: data = 32'b00000000000000011000000001000000;
            6'h08: data = 32'b00000000000000000001100000000000;
            6'h09: data = 32'b00000000000000000000001100000000;
            6'h0A: data = 32'b10000000000000000000000000111000;
            6'h0B: data = 32'b00011000000000000000000000000011;
            6'h0C: data = 32'b00000001110000000000000000000000;
            6'h0D: data = 32'b00000000000011100000000000000000;
            6'h0E: data = 32'b00000000000000000111000000000000;
            6'h0F: data = 32'b00000000000000000000001110000000;
            6'h10: data = 32'b11000000000000000000000000011100;
            6'h11: data = 32'b11111000000000000001000000000001;
            6'h12: data = 32'b11111110000000000000000011111111;
            6'h13: data = 32'b00000000000000000000000000000011;
            6'h14: data = 32'b00000000000000000000000000000000;
            6'h15: data = 32'b00000000000000000000000000000000;
            6'h16: data = 32'b00000000000000000000000000000000;
            6'h17: data = 32'b00000000000000000000000000000000;
            6'h18: data = 32'b11111111111111110000000000000000;
            6'h19: data = 32'b11111111111111111111111111111111;
            6'h1A: data = 32'b11111111111111111111111111111111;
            6'h1B: data = 32'b11111111111111111111111111111111;
            6'h1C: data = 32'b11111111111111111111111111111111;
            6'h1D: data = 32'b00111111111111111111111111111111;
            6'h1E: data = 32'b00000001111111111111111111000000;
            6'h1F: data = 32'b01111111101111111111111111110000;
            6'h20: data = 32'b11100111111111111111111111111110;
            6'h21: data = 32'b11111100111111111111111111111111;
            6'h22: data = 32'b11111111110001111111111111111111;
            6'h23: data = 32'b11111111111111000111111111111111;
            6'h24: data = 32'b11111111111111111110011111111111;
            6'h25: data = 32'b11111111111111111111111000111111;
            6'h26: data = 32'b10001111111111111111111111110001;
            6'h27: data = 32'b11111100011111111111111111111111;
            6'h28: data = 32'b11111111111000111111111111111111;
            6'h29: data = 32'b11101111111111100011111111111111;
            6'h2A: data = 32'b11111111000000000000011111111111;
            6'h2B: data = 32'b11111111111111000000000111111111;
            6'h2C: data = 32'b11111111111111111111111111111111;
            6'h2D: data = 32'b11111111111111111111111111111111;
            6'h2E: data = 32'b11111111111111111111111111111111;
            6'h2F: data = 32'b11111111111111111111111111111111;
            6'h30: data = 32'b11111111111111111111111111111111;
            default: data = 32'b00000000000000000000000000000000;
        endcase
    end
endmodule
==> design/flow/run.sh <==
#!/bin/bash
# OpenROAD 26Q1-2900-gdf79404cd8, Yosys 0.63+post, stock flow scripts
make -C /OpenROAD-flow-scripts/flow DESIGN_CONFIG=/design/flow/config.mk WORK_HOME=/design/flow/orfs finish
==> design/flow/config.mk <==
export PLATFORM = sky130hd
export DESIGN_NAME = ROM_XIN_2
export DESIGN_NICKNAME = ROM_XIN_2
export VERILOG_FILES = /design/flow/design.v
export SDC_FILE = /design/flow/constraint.sdc
export NUM_CORES = 4
export LEC_CHECK = 1
export CORE_AREA = 10 10 73 73
export DIE_AREA = 0 0 83 83
==> design/flow/constraint.sdc <==
current_design ROM_XIN_2

set clk_period 1.8
set clk_io_pct 0.2

create_clock -name clk0 -period $clk_period

set non_clock_inputs [all_inputs -no_clocks]
set_input_delay [expr $clk_period * $clk_io_pct] -clock clk0 $non_clock_inputs
set_output_delay [expr $clk_period * $clk_io_pct] -clock clk0 [all_outputs]
==> run summary <==
Status of the implementation.

- The number of cells reported by Yosys stat comes to between 150 and 200.
- The core footprint is between 0.003 and 0.004 sq mm, for reference.
- Before placement the cells fill a little over a quarter of the core.
- The last timing report of the flow puts the setup violation total at 32.
- Data arrives at the worst endpoint at 1650 ps.
- The cell area that synthesis handed to floorplanning was 0.00100 sq mm.
- The highest supply drop recorded on VDD is 170 uV.
- The checks that failed: negative setup slack.
- The run finished, with violations left.
- The final weighted congestion in routability-driven placement is roughly 0.97, for reference.
- The chip height is about 83 um, for reference.
- The share of cell area taken by muxes after synthesis is 0%, for reference.
- The maximum number of pins on one net before global-route repair is 28, for reference.
- During I/O placement, the number of pins put on the boundary was 38.
- Per the final timing report, the hold violations number 0.
- Of the total synthesized cell area, the portion taken by XOR and XNOR cells is 0%.
- The maximum achievable frequency is 497 MHz, for reference.
- Post-route period utilization is reported as 112%.
- The average size of a mapped cell is between 5 and 6 sq um, for reference.
- Yosys reports a chip area of 0.00100 sq mm.
- Ranking logic cells in the layout by count gives the top entries sky130_fd_sc_hd__buf_4, sky130_fd_sc_hd__buf_6, sky130_fd_sc_hd__buf_2.
- The critical path class is in -> out, for reference.
- The highest fanout seen on the critical path is 5, for reference.
- STA reports the tightest min-delay check as being of type in -> out.
- The most common logic cell in the final layout is sky130_fd_sc_hd__buf_4.
- In this run, the number of DRC markers left after iteration 0 of detailed routing was 142.
- Registers take 0 sq um.
- The floorplan has 22 rows.
- The layout overhead on the synthesized area is 185%, for reference.
- The width of the die is just over 80 um, for reference.
- The post-synthesis share of cell area spent on full adders, half adders and majority gates is 4.99%, for reference.
- The setup slack after placement is -987 ps, for reference.
- The layout sequential cell count is 0, for reference.
- The sequential element share of the synthesized area is 0%, for reference.
- The worst setup path is launched from an input port.
- The post-layout minimum cycle time is around 2000 ps, for reference.
- The post-placement cell area is about 0.0018 sq mm, for reference.
- The warning tally printed by Yosys for this design is 1.
- The total grt overflow is 0, for reference.
- Dividing total power by cell area gives a power density of between 200 and 300 mW/mm^2.
- In this run, the synthesized area fraction spent on and/or/nand/nor cells is recorded as 37.7%.
- STA classifies the critical path endpoint as an output pin.
- In this run the maximum-capacitance check reported violations numbering 0.
- Per the layout report, the design carries 0 clock buffers.
- The pin closest to its max-slew limit shows a slew of approximately 360 ps.
- OpenSTA lists the critical path endpoint as data[20].
- The antenna violation net count after detailed routing is 0, for reference.
- The average routed wire per standard cell is between 15 and 20 um, for reference.
- The timing startpoint of the critical path is addr[1], for reference.
- The first global-routing pass estimated roughly 10,000 um of wire.
- The number of antenna violations at the first check in global routing is 0, for reference.
- The area fraction in compound gates is between 40 and 50%, for reference.
- Synthesis produced a netlist whose cell count is 175.
- The leakage power total is about 1.3 nW, for reference.
- The post-route worst setup slack is -211 ps, for reference.
- Yosys shows that the main logic family after synthesis is AND-OR/OR-AND gates.
- Port buffering added 38 buffers.
- The estimated wirelength of the detail-placed design is 3500 um, for reference.
- Total global-route track usage over all layers is between 10% and 20%.
- The layout stage reports a final design area of 0.00286 sq mm.
- The number of different library cells used by synthesis comes to roughly 42.
- The mean number of vias per cell is 5.50, for reference.
- The final antenna diode tally reported by the flow is 0.
- The layout summary lists the proportion of cells stronger than drive strength 1 as between 70 and 80%.
- The first detailed-routing pass ran for 4 iterations.
- For this block, the via count after detailed routing is about 2,000.
- The chip area is between 0.006 and 0.007 sq mm, for reference.
- The number of global-route vias before repair is around 2,000.
- The DRC violation count after routing is 0, for reference.
- Across all checked pins, the minimum headroom to the slew limit is between 70% and 80%.
- Setup repair after global routing could not meet its margin everywhere.
- For reference, the final report shows the max-slew violation count at 0.
- The number of warnings in the stage logs is 37, for reference.
- For the worst setup path, the data required time is 1440 ps.
- The total length of routed wires is slightly above 7000 um, for reference.
## worst min path at each step
stage	startpoint	endpoint	slack [ps]	cells after the start
5_1_grt	addr[3]	data[16]	1290	4
4_1_cts	addr[3]	data[16]	1210	4
6_report	addr[3]	data[16]	1250	4
## stage by stage
step                      cells  utilization [%]  TNS (ps)  hold WS, ps  total power (W)
after floorplan             175                -         0          834         0.000187
after global placement      306             48.0    -28470         1980         0.000476
after detailed placement    306             48.0    -29520         1960         0.000474
after CTS                   351             68.6     -2280         1210         0.000638
after global routing        361             76.3     -5630         1290         0.000805
final                       361             76.3     -3810         1250         0.000759
## worst max-delay path, stage by stage
cell and delay, ps:
sky130_fd_sc_hd__buf_8 110, sky130_fd_sc_hd__buf_8 120, sky130_fd_sc_hd__ha_4 160, sky130_fd_sc_hd__buf_8 140, sky130_fd_sc_hd__buf_12 130, sky130_fd_sc_hd__buf_4 120
sky130_fd_sc_hd__nand3_1 80, sky130_fd_sc_hd__o211ai_1 130, sky130_fd_sc_hd__buf_4 170, sky130_fd_sc_hd__nand2_2 40, sky130_fd_sc_hd__buf_2 80
## per-layer routing
| metal | vias to the layer above | wire (um) | track usage, % | part of all wire (%) |
|---|---|---|---|---|
| met2 | 82 | 3290 | 26.7 | 46 |
| li1 | 914 | - | - | - |
| met4 | 0 | 192 | 4.15 | 2.7 |
| met5 | - | 0 | 0 | 0 |
| met3 | 19 | 460 | 2.66 | 6.5 |
| met1 | 971 | 3150 | 22.6 | 44 |
## cells by family after synthesis
kind of cell | Yosys count
AOI/OAI and AO/OA | 70
adders and majority gates | 4
buffers and inverters | 23
and+or+nand+nor | 78
## layout make-up
cell class | instances | area [sq um]
Fill cell | 211 | 886
Inverter | 6 | 41.3
Tap cell | 48 | 60.1
Multi-Input combinational cell | 152 | 1440
Timing Repair Buffer | 155 | 1320
## power by group
| part | leakage (nW) | internal [W] | total (W) | switching [W] |
|---|---|---|---|---|
| Sequential | 0 | 0 | 0 | 0 |
| Combinational | 1.32 | 0.000408 | 0.000759 | 0.000351 |
| Clock | 0 | 0 | 0 | 0 |
## timing repair
item / 4_1_cts / 5_1_grt
setup buffers: 45 / 11
gates cloned: 1 / 0
gates resized: 265 / 55
setup endpoints to repair: 32 / 32
pin swaps: 63 / 27
endpoints found under the hold margin: 0 / 0
hold buffers: 0 / 0
## synthesized netlist by cell type (all sizes together), types with 2 or more instances
library cell	number	area, sq um
a21o	2	15.0
a21oi	17	85.1
a22oi	3	22.5
a31oi	3	18.8
buf	16	109
ha	4	50.1
inv	5	18.8
nand2	34	128
nand2b	11	78.8
nand3	4	20.0
nor2	17	66.3
nor2b	4	32.5
nor3	2	10.0
o211ai	7	52.6
o21ai	21	105
o21bai	2	15.0
o221ai	2	17.5
o22ai	3	18.8
o311ai	4	35.0
Power and IR drop assume default switching activity.
