==> /design/flow/design.v <==
module ta_state_counter #(
    parameter CLAUSES = 17'h0000A,
    parameter LA_CHUNKS = 17'h0000A
)(
    input clk,
    input rst_flag,
    input stop_flag,
    output reg [16:0] clause_count,
    output reg [16:0] la_chunk_count
);
always @(posedge clk or posedge rst_flag) begin
    if (rst_flag) begin
        clause_count <= 17'h00000;
        la_chunk_count <= 17'h00000;
    end else if (!stop_flag) begin
        if (clause_count < CLAUSES) begin
            if (la_chunk_count == LA_CHUNKS-1) begin
                la_chunk_count <= 17'h00000;
                clause_count <= clause_count + 1;
            end else begin
                la_chunk_count <= la_chunk_count + 1;
            end
        end else begin
            clause_count <= 17'h00000;
            la_chunk_count <= 17'h00000;
        end
    end
end
endmodule
==> /design/flow/run.sh <==
#!/bin/bash
# OpenROAD 26Q1-2900-gdf79404cd8, Yosys 0.63+post, stock flow scripts
make -C /OpenROAD-flow-scripts/flow DESIGN_CONFIG=/design/flow/config.mk WORK_HOME=/design/flow/orfs finish
==> /design/flow/config.mk <==
export PLATFORM = sky130hd
export DESIGN_NAME = ta_state_counter
export DESIGN_NICKNAME = ta_state_counter
export VERILOG_FILES = /design/flow/design.v
export SDC_FILE = /design/flow/constraint.sdc
export NUM_CORES = 4
export LEC_CHECK = 1
export CORE_UTILIZATION = 40
==> /design/flow/constraint.sdc <==
current_design ta_state_counter

set clk_period 4.4
set clk_io_pct 0.2

create_clock -name clk0 -period $clk_period [get_ports {clk}]

set non_clock_inputs [all_inputs -no_clocks]
set_input_delay [expr $clk_period * $clk_io_pct] -clock clk0 $non_clock_inputs
set_output_delay [expr $clk_period * $clk_io_pct] -clock clk0 [all_outputs]
==> results.json <==
{
  "diodes": 0,
  "netlist_instances": 187,
  "cts_hold_buffers": 0,
  "hold_depth": 2,
  "clock_latency_ns": 0.28,
  "stdcell_count": 273,
  "place_area_um2": 2230,
  "path_delay_family": "simple AND/OR/NAND/NOR gates",
  "slew_headroom_pct": 34.3,
  "grt_max_degree": 35,
  "grt_overflow": 0,
  "placed_cells": 266,
  "rr_worst_depth": 4,
  "slew_violations": 0,
  "cp_slowest_cell": "clkdlybuf4s50_1",
  "postRouteAntennaNets": 0,
  "finalHoldViolations": 0,
  "cp_num_buf_inv": 1,
  "layout_setup_ws_ns": 1.69,
  "dp_slack_ns": 1.41,
  "design_area_um2": 2340,
  "max-vdd-ir-drop_v": 0.000222,
  "final_layout_size_suffix_gt1_share_pct": 11.8,
  "worstPathArrival_ns": 2.91,
  "combGateArea_um2": 907,
  "drt_pass1_iterations": 4,
  "status": "finished, final reports clean",
  "crit_chain": "clkdlybuf4s50_1, and4b_1, nand3_4, or4_4, a21oi_2",
  "top_area_share_pct": 45.6,
  "hpwl_mm": 2.86,
  "finalClockSkew_ns": 0.00681,
  "fin_crit_sh_pct": 61.5,
  "yosys_cells": 187,
  "async_reset_ff_share_pct": 100,
  "setup_violations": 0,
  "synth_area_per_cell_um2": 9.98,
  "route.detailed.drc": 0,
  "num_rows": 24,
  "area_leaders": "dfrtp_1 46%, nand4_1 6.4%, nor2_2 3.4%",
  "warnings": 26,
  "fp.dieW_um": 70.3,
  "cts.path.max_buffers": 2,
  "cts_tree": "done",
  "area_growth_pct": 25.6,
  "routed_wl_mm": 4.34,
  "power_density_nw_per_um2": 401,
  "h-tree-depth": 2,
  "yosysChipArea_um2": 1870,
  "antenna_found_initial": 0,
  "grt_first_pass_wirelength_mm": 7.25,
  "io_pins": 37,
  "synthFlopType": "dfrtp_1",
  "fillCellCount": 386,
  "cts_buffers": 5,
  "cts.repair.resized": 0,
  "wl_per_cell_um": 15.9,
  "fin_setup_tns_ns": 0,
  "max_stage_delay_ns": 0.68,
  "fp_util_pct": 42.3,
  "crit_fanout": 15,
  "worst_slew_pin_slew_ns": 0.985,
  "yosysWarningCount": 1,
  "hp-class": "reg2reg",
  "vias": 1582,
  "ys_seq_share_pct": 45.6,
  "leakage_nw": 0.959,
  "total_power_mw": 0.940,
  "ys_seq_elements": 34,
  "edf_count": 0,
  "rsz0062_at_grt": "no",
  "netlist_area_um2": 1870,
  "grt_pass1_vias": 1538,
  "gp_congestion": 0.838,
  "ys_types": 40,
  "cts_sinks": 34,
  "grt.total_usage_pct": 18.7,
  "cts-root-buf": "clkbuf_8",
  "port_buffers": 36,
  "crit_path_end_kind": "flop",
  "via_per_inst": 5.79,
  "clk_pin_slew_ns": 0.07,
  "detail_route.iter0.violations": 95,
  "top_area_cell": "dfrtp_1",
  "critical_path_required_ns": 4.61,
  "max_freq_mhz": 370,
  "regArea_um2": 851,
  "max-cap-violations": 0,
  "post_cts_buffers": 0,
  "die_height_um": 70.3,
  "post-route-min-period_ns": 2.71,
  "crit_path_start_kind": "primary input",
  "criticalPathCategory": "in2reg",
  "core_area_um2": 4410,
  "critical_path_depth": 5,
  "die_area_um2": 4940
}
[synth_stat cells (all sizes together), types with 3 or more instances]
library cell and number:
a21oi 9, a31oi 8, and2 3, and3 6, and4 6, buf 8, dfrtp 34, ha 3
inv 11, nand2 7, nand3 8, nand4 19, nor2 20, nor3 6, nor4 6, o21ai 5
xnor2 6, xor2 4
[tightest hold or removal path, stage by stage, from the launching register on]
cell and delay [ns]:
dfrtp_1 0.40, inv_1 0.06, a21oi_1 0.05
[state kept, by name (all words and copies together) (netlist names)]
| register | cells |
|---|---|
| clause_count | 17 |
| la_chunk_count | 17 |
[layer usage]
layer	up-vias	global-route usage (%)	part of all wire, %
met5	-	0	0
met3	2	5.84	5.1
met1	779	29.8	51
li1	763	-	-
met4	0	2.22	0.62
met2	38	26.8	44
[layout by cell type, fill, tap and decap left out, types with 2 or more instances in the layout]
master	synthesis	layout
clkdlybuf4s50_1	0	36
dfrtp_1	34	34
nand4_1	19	19
inv_1	11	11
nor2_1	10	10
nor2_2	10	10
a21oi_1	8	8
a31oi_1	7	7
nand3_1	7	7
nand2_1	7	7
nor3_1	6	6
and4_1	6	6
and3_1	6	6
xnor2_1	6	6
clkbuf_8	0	6
nor4_1	5	5
o21ai_0	4	4
xor2_1	4	4
and2_1	3	3
ha_1	3	3
nor4b_2	2	2
a41oi_1	2	2
o31ai_1	2	2
[stage by stage]
stage                     utilization (%)  hold slack (ns)
after floorplan                         -            0.473
after global placement               50.6            0.540
after detailed placement             50.6            0.547
after CTS                            53.1            0.554
after global routing                 53.1            0.587
final                                53.1            0.549
[final cells by class]
cell class,instances,share of cell area [%]
multi-input cells,132,38.7
flip-flops and latches,34,36.3
well taps,52,2.77
inverters,11,1.76
clock buffers,6,3.52
repair buffers,37,15.7
clock inverters,1,1.28
[where the power goes]
part	internal (mW)	total [mW]	leakage, nW	switching (mW)
Combinational	0.123	0.223	0.441	0.0997
Sequential	0.349	0.427	0.461	0.0774
Clock	0.181	0.290	0.0573	0.109
Total	0.653	0.940	0.959	0.286
[worst paths after layout]
| path | startpoint | end | slack, ns |
|---|---|---|---|
| min in group asynchronous | rst_flag | clause_count[15] | 0.99 |
| max in group asynchronous | rst_flag | clause_count[11] | 3.09 |
| setup / recovery | stop_flag | la_chunk_count[15] | 1.69 |
| hold / removal | clause_count[16] | clause_count[16] | 0.55 |
| setup reg to reg | la_chunk_count[3] | clause_count[1] | 2.20 |
| hold reg to reg | clause_count[16] | clause_count[16] | 0.55 |
[logic make-up (layout without fill, tap and decap cells)]
logic type               count (synthesis)  after routing  share of synthesized area [%]
XOR/XNOR                                10             10                           4.69
AND-OR/OR-AND                           29             29                           10.5
flip-flops                              34             34                           45.6
AND/OR/NAND/NOR                         90             90                           31.4
adder cells (fa/ha/maj)                  3              3                           2.01
buffers and inverters                   21             55                           5.83
Power figures rest on the tool's default switching activity, not on a simulated workload.
